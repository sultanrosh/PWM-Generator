### ./config.mk
export PLATFORM = sky130hd
export DESIGN_NAME = PWM
export DESIGN_NICKNAME = PWM
export VERILOG_FILES = /design/flow/design.v
export SDC_FILE = /design/flow/constraint.sdc
export NUM_CORES = 4
export LEC_CHECK = 1
export CORE_AREA = 10 10 87 87
export DIE_AREA = 0 0 97 97
### ./constraint.sdc
current_design PWM

set clk_period 2.4
set clk_io_pct 0.2

create_clock -name clk0 -period $clk_period [get_ports {clk}]

set non_clock_inputs [all_inputs -no_clocks]
set_input_delay [expr $clk_period * $clk_io_pct] -clock clk0 $non_clock_inputs
set_output_delay [expr $clk_period * $clk_io_pct] -clock clk0 [all_outputs]
### ./design.v
module PWM(
  input clk,                   
  input reset,                 
  input load,                  
  input shift_enable,          
  input S_in,                  
  input [7:0] counter,         
  output reg pwm_signal        
);
reg [2:0] bit_count;           
reg [7:0] shift_reg;           
reg [7:0] duty_cycle;          
always @(posedge clk or posedge reset) begin
  if (reset) begin
    shift_reg <= 8'b00000000;   
    bit_count <= 3'b000;        
  end else if (shift_enable) begin
    shift_reg <= {shift_reg[6:0], S_in};   
    bit_count <= bit_count + 1'b1;         
  end
end
always @(posedge clk or posedge reset) begin
  if (reset)
    duty_cycle <= 8'b00000000;             
  else if (load)
    duty_cycle <= shift_reg;              
end
always @(posedge clk or posedge reset) begin
  if (reset)
    pwm_signal <= 1'b0;                    
  else
    pwm_signal <= (counter < duty_cycle) ? 1'b1 : 1'b0;
end
endmodule
### ./run.sh
#!/bin/bash
# OpenROAD 26Q1-2900-gdf79404cd8, Yosys 0.63+post, stock flow scripts
make -C /OpenROAD-flow-scripts/flow DESIGN_CONFIG=/design/flow/config.mk WORK_HOME=/design/flow/orfs finish
==> flow_summary.toml <==
# generated from flow reports
[finish]
layout_top_cells = "dfrtp_1, clkdlybuf4s50_1, nand2_1, mux2_2"
regArea_um2 = 425.4
mi_logic_area_um2 = 312.8
fill_cells = 610
syn2layout_area_growth_pct = 32.80
drive_gt1_share_pct = 15.66
final_cells = 155
layout_top_cell = "dfrtp_1"

[worst_setup_path]
ff2ff_path_depth = 5
startpoint = "counter[2]"
cpPeakStageDelay_ps = 400
cpMaxStageDelayCell = "clkdlybuf4s50_1"
rr_endpoint = "pwm_signal$_DFF_PP0_"
worst-endpoint-arrival_ps = 1710
cp_top_family = "AND-OR/OR-AND gates"
critPathCaptureType = "flop"
crit_type = "in -> reg"
worst_r2r_startpoint = "duty_cycle[2]$_DFFE_PP0P_"
reg2reg_slack_ps = 1130
critPathMaxFanout = 2
worstSetupStartpointType = "primary input"
crit_chain = "clkdlybuf4s50_1, ha_1, a211oi_2, o21ai_1, a41oi_1"
crit_required_ps = 2550
crit_buf_inv = 1

[yosys]
yosys_area_um2 = 778.2
synthDistinctLibCells = 13
ys_warn_count = 1
yosys.stat.seqShare_pct = 54.66
yosys_cells = 68
numSynthFlops = 17
netlist_instances = 68
synth_area_per_cell_um2 = 11.44
synth_area_um2 = 778.2

[sta]
skew_ps = 1.498
hold-worst-slack_ps = 482.2
slew_headroom_pct = 57.65
finalHoldViolCount = 0
max_freq_mhz = 643.7
setup_viol = 0
rsz0062_at_grt = "false"
period_minus_slack_ps = 1554
tightest_slew_ps = 634.5
final.setup.tns_ps = 0
slew_violations = 0
finalCritPeriodShare_pct = 64.73
timing.final.ws_setup_ps = 846.4

[route]
wire_per_inst_um = 8.561
antenna_cells = 0
drc_errors = 0
wl_met3_um = 55
ant_nets = 0
dr_wl_met2_um = 613
via_per_inst = 3.200
wirelength_um = 1327
drtPass1Iterations = 2
topRoutingLayerUsed = "met4"
route.vias.total = 496
met1_length_um = 624
drtIter0Drc = 2

[hold_path]
hold_path_class = "reg -> reg"
worst_hold_path.endpoint = "duty_cycle[7]$_DFFE_PP0P_"
min-delay-start = "shift_reg[7]$_DFFE_PP0P_"
hold_path_depth = 2

[power_and_ir_drop]
ir_worst_vdd_v = 0.0002305
power.density_mw_per_mm2 = 757.8
leakage_uw = 0.0004436

[global_routing]
grt_max_degree = 18
grt-ovfl-total = 0
grt_pass1_wl_um = 2339
track_usage_pct = 2.838
antenna_found_initial = 0
grt_pass1_vias = 523

[floorplanning]
fp.dieW_um = 97
dieHeight_um = 97
pin_count = 14
dieArea_mm2 = 0.009409
fp-utilization_pct = 13.79
rows = 27
core_area_mm2 = 0.005642

[clock_tree]
htreeDepth = 1
cts-hold-fix-buffers = 0
cts-root-buf = "clkbuf_8"
clk_pin_slew_ps = 60
clk_latency_ps = 240
cts.sinks = 17
cts_tree = "built"
ctsResizeCount = 0
clk_path_buf_depth = 2
cts_made_buffers = 3
cts_setup_buffers = 0

[placement]
place_ws_ps = 580.2
routabilityCongestion = 0.6868
port_buffers = 13
dp_hpwl_um = 1044
dp_cells = 151

[run]
max_cap_viol_count = 0
tool_warnings = 25

[status]
outcome = "complete, no violations"
cell families after synthesis:
logic type | share of synthesized area (%)
muxes | 13.02
DFF | 54.66
adders and majority gates | 11.25
and+or+nand+nor | 6.110
buffers and inverters | 5.145
AOI/OAI and AO/OA | 9.807
synth_stat cells (all sizes together):
| master | count | area share [%] |
|---|---|---|
| a211oi | 1 | 1.6 |
| nand2 | 9 | 4.3 |
| a21oi | 2 | 1.3 |
| nor2b | 1 | 0.80 |
| a41oi | 1 | 1.1 |
| nor2 | 2 | 0.96 |
| o21ai | 9 | 5.8 |
| dfrtp | 17 | 55 |
| ha | 7 | 11 |
| mux2 | 9 | 13 |
| buf | 2 | 1.3 |
| inv | 8 | 3.9 |
routing by layer:
layer / vias up / global-route usage, %
li1: 259 / -
met1: 225 / 3.550
met2: 10 / 4.550
met3: 2 / 0.8596
met4: 0 / 0.9019
met5: - / 0
area by class of cell:
cell class                      instances  share of cell area [%]
Sequential cell                        17                   41.16
Multi-Input combinational cell         41                   30.27
Timing Repair Buffer                   13                   12.59
Tap cell                               72                   8.717
Clock buffer                            4                   4.358
Inverter                                8                   2.906
how the worst max path moves through the flow:
stage,end,slack [ps],depth (start not counted)
CTS,pwm_signal$_DFF_PP0_,840,5
global route,pwm_signal$_DFF_PP0_,760,5
finish,pwm_signal$_DFF_PP0_,850,5
worst register-to-register path: stages, from the launching register on:
cell	delay [ps]
dfrtp_1	350
inv_1	70
ha_1	250
a211oi_2	210
o21ai_1	90
a41oi_1	210
stage by stage:
step | instance area [µm²] | total power [µW] | util [%]
floorplan | 778.2 | 521.8 | -
global placement | 988.4 | 587.8 | 17.52
detailed placement | 988.4 | 592.2 | 17.52
CTS | 1033 | 800.2 | 18.32
global route | 1033 | 847.0 | 18.32
finish | 1033 | 783.2 | 18.32
power by group:
group	switching, µW	total, µW	internal (µW)
sequential	32.7	394	362
combinational	82.9	189	106
clock	82.8	200	117
total	198	783	585
No activity file was given, so power comes from the tool's default toggle rates.
